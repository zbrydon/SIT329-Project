--- flow/config.mk ---
export PLATFORM = sky130hd
export DESIGN_NAME = ledPWM
export DESIGN_NICKNAME = ledPWM
export VERILOG_FILES = /design/flow/design.v
export SDC_FILE = /design/flow/constraint.sdc
export NUM_CORES = 4
export LEC_CHECK = 1
export CORE_AREA = 10 10 70 70
export DIE_AREA = 0 0 80 80
--- flow/constraint.sdc ---
current_design ledPWM

set clk_period 2.7
set clk_io_pct 0.2

create_clock -name clk0 -period $clk_period [get_ports {clk}]

set non_clock_inputs [all_inputs -no_clocks]
set_input_delay [expr $clk_period * $clk_io_pct] -clock clk0 $non_clock_inputs
set_output_delay [expr $clk_period * $clk_io_pct] -clock clk0 [all_outputs]
--- flow/design.v ---
module ledPWM (
	input clk,
	input [6:0] dc,
	output led
	);
reg [7:0] counter = 0;
always@(posedge clk) begin
	if (counter < 100) counter <= counter + 1;
	else counter <= 0;
end
assign led = (counter < dc) ? 1 : 0;
endmodule
--- flow/run.sh ---
#!/bin/bash
# OpenROAD 26Q1-2900-gdf79404cd8, Yosys 0.63+post, stock flow scripts
make -C /OpenROAD-flow-scripts/flow DESIGN_CONFIG=/design/flow/config.mk WORK_HOME=/design/flow/orfs finish
==> summary.txt <==
flow finished, numbers: Critical Path Sink Type primary output, Arr. time, crit path 1930 ps, Pwr Density 401 mW/mm2, WL per Instance 7.87 um, Syn Inst Count 52, # IOs 9, diode count 0, layout cells sized above 1 11.1%, largest net degree at the start of global routing 8, Tool Warnings 25, Tmin final 2470 ps, Synth flops 8, max-cap viol count 0, Post-synth seq share 35.9%, M1 WL 413 um, CP max stage cell clkdlybuf4s50_1, TritonCTS Buffers 3, Total GRT Usage 2.97%, Clock Pin Slew Worst Setup and Hold Paths 50 ps, YS chip area 447 um2, Top cell excl fill/tap dfxtp_1, initial antenna violation count 0, CP Class in -> out, Synth Cell Area 447 um2, Crit Path Max Fanout 4, Die X 80 um, RSZ-0062 raised after global routing no, Vias/cell 3.43, grt total ovfl 0, most common logic cells in the final layout dfxtp_1, inv_1, clkdlybuf4s50_1, clk sink count 8, yosys stat cell total 52, setup repair bufs after CTS 0, Area Growth Syn to Fin 39.5%, final setup violating endpoints 0, WL final 858 um, placed cell area 584 um2, final hold violation count 0, Distinct cells, synth 21, max FFs per register 8, worst hold path type reg -> reg, critical path startpoint category input pin, CTS tree done, slowest stage delay, CP 450 ps, Reg with most FFs counter, CTS Buffer Depth 2, htree depth 1, global-route wire length before repair 1600 um, Worst Clk Skew 0.426 ps, top flop regs counter (8), initial DRC count 38, WL met3 80 um, final core occ 18.2%, fmax 405 MHz, yosys warning tally 1, tally of filler cells in the layout 389, max-slew violation count 0, die y size 80 um, post-route clock period utilization 91.5%, Max VDD drop 0.0891 mV, # port buffers 8, core area 0.00342 mm2, Cell Chain, Critical Path clkdlybuf4s50_1 > inv_1 > ha_4 > a211oi_2 > nand3_1 > a31oi_1 > dlygate4sd2_1, CP required 2160 ps, Register-to-Register Setup Slack 1540 ps, number of global-route vias before repair 385, root buffer cell clkbuf_4, post-route cell area 623 um2, Setup WS pre-CTS -181 ps, antenna-violating nets left 0, met2 wire length 355 um, Leak Pwr 0.000273 uW, cell row count 21, via count 374, CP bufs+invs 3, mean post-synth cell area 8.59 um2, FP Util 13.1%, status finished, final reports clean, Largest delay share family, worst path buffers and inverters, RePlAce Congestion 0.704, TritonRoute pass-1 iters 2, final setup margin 229 ps, Clock Latency Late Sink 240 ps, DRC viols 0, Top Layer Used met4, DP HPWL 649 um, Die Size 0.00640 mm2
routing by layer:
| layer | vias up | track usage [%] |
|---|---|---|
| met4 | 0 | 0.704 |
| met2 | 6 | 4.33 |
| met1 | 165 | 3.61 |
| met5 | - | 0 |
| li1 | 201 | - |
| met3 | 2 | 1.82 |
path summary, 6_finish.rpt:
path,start,endpoint,depth (start not counted)
setup / recovery,dc[6],led,7
hold / removal,counter[0],counter[0],1
setup reg to reg,counter[2],counter[5],3
hold reg to reg,counter[0],counter[0],1
power by group:
part           internal [uW]  switching (uW)
clock                   50.6            36.5
sequential               123            5.20
combinational           20.6            13.8
total                    194            55.5
cell type report:
class	instances	area, um2	area share [%]
sequential	8	160	25.7
timing repair buffer	8	78.8	12.7
inverter	7	26.3	4.22
clock buffer	3	22.5	3.61
tap	46	57.6	9.24
multi-input combinational	37	278	44.6
worst reg2reg max path, delay by kind of cell (launching register included):
family	cells	cell delay (ps)
DFF	1	450
AOI/OAI and AO/OA	1	140
and+or+nand+nor	2	490
cell usage after synthesis:
cell	n	area, um2
xnor2_1	1	8.76
xor2_1	2	17.5
nor2_1	6	22.5
dfxtp_1	8	160
o21ai_0	2	10.0
inv_1	7	26.3
nand3_1	3	15.0
a211oi_1	1	7.51
o311ai_1	1	8.76
nand3_2	1	10.0
a21oi_1	2	10.0
nand2b_1	1	6.26
a31oi_1	2	12.5
and3_1	1	6.26
ha_1	7	87.6
conb_1	1	3.75
nand4_1	1	6.26
or3_1	1	6.26
nor2b_1	1	6.26
nand2_1	2	7.51
and3_2	1	7.51
stage by stage:
stage,cells,TNS [ps],hold slack [ps],power [uW]
6_report,109,0,482,250
5_1_grt,109,0,520,268
4_1_cts,109,0,486,256
3_5_place_dp,106,-181,476,163
3_3_place_gp,106,-160,456,163
2_1_floorplan,52,0,440,148
cells by family after synthesis:
group | Yosys count | share of synthesized area, %
adder cells (fa/ha/maj) | 7 | 19.6
AND/OR/NAND/NOR | 18 | 21.0
buffers and inverters | 7 | 5.88
AND-OR/OR-AND | 8 | 10.9
other | 1 | 0.840
flip-flops | 8 | 35.9
XOR/XNOR | 3 | 5.88
repair_timing:
action	in CTS	in global routing
hold buffers	0	0
gates resized	4	0
setup endpoints to repair	1	0
Power and IR drop assume default switching activity.
